<file path="flow/design.v">
module psw_v (
    input  [7:0] acc,
    input  [7:0] operand,
    input  add_op,
    input  clk,
    output reg [7:0] psw
);
reg [8:0] result;
reg [4:0] lower_sum;
always @(posedge clk) begin
    if (add_op) begin
        result = {1'b0, acc} + {1'b0, operand};
        psw[7] = result[8];  
        lower_sum = {1'b0, acc[3:0]} + {1'b0, operand[3:0]};
        psw[6] = lower_sum[4];  
        psw[2] = ((acc[7] == operand[7]) && (acc[7] != result[7])); 
        psw[0] = ~(^result[7:0]);  
    end
    else
    psw<=0;
end
endmodule
</file>
<file path="flow/run.sh">
#!/bin/bash
# OpenROAD 26Q1-2900-gdf79404cd8, Yosys 0.63+post, stock flow scripts
make -C /OpenROAD-flow-scripts/flow DESIGN_CONFIG=/design/flow/config.mk WORK_HOME=/design/flow/orfs finish
</file>
<file path="flow/config.mk">
export PLATFORM = sky130hd
export DESIGN_NAME = psw_v
export DESIGN_NICKNAME = psw_v
export VERILOG_FILES = /design/flow/design.v
export SDC_FILE = /design/flow/constraint.sdc
export NUM_CORES = 4
export LEC_CHECK = 1
export CORE_AREA = 10 10 70 70
export DIE_AREA = 0 0 80 80
</file>
<file path="flow/constraint.sdc">
current_design psw_v

set clk_period 2.6
set clk_io_pct 0.2

create_clock -name clk0 -period $clk_period [get_ports {clk}]

set non_clock_inputs [all_inputs -no_clocks]
set_input_delay [expr $clk_period * $clk_io_pct] -clock clk0 $non_clock_inputs
set_output_delay [expr $clk_period * $clk_io_pct] -clock clk0 [all_outputs]
</file>
==> impl_metrics.toml <==
# synthesis and place-and-route metrics
[route]
via_per_inst = 3.83
diodes = 0
ant_nets = 0
wl_um = 1420
num_vias = 556
routedWlPerCell_um = 9.79
drtIter0Drc = 18
drc_errors = 0
dr.pass1.iters = 4

[placed_design]
dpl_cell_area_um2 = 883
place.gp.congestion = 0.849
dp_hpwl_um = 1250
port_buffers = 21

[floorplanning]
chip_area_mm2 = 0.00640
ioPinCount = 26
die_y_um = 80
num_rows = 21
core-area_mm2 = 0.00342
initCoreUtil = 0.173
die_width_um = 80

[yosys]
ys_types = 29
yosys_cells = 70
synth.top_cell.area_share = 0.170
ys_warn_count = 1
syn_inst = 70
synth.ff_latch_count = 4
yosysChipArea_um2 = 589
synth_seq_share = 0.136
syn_area_um2 = 589
yosys-top-cells-area = "ha_1, dfxtp_1, xnor2_1"
largest_area_cell = "ha_1"
synth_area_per_cell_um2 = 8.42

[power]
power.density_mw_per_mm2 = 444
p_int_uw = 277
combinationalPowerShare = 0.643
ir_drop_mv = 0.112
netSwitchingPower_uw = 136
leakagePower_uw = 0.000435
pwr-share-clk = 0.177
sw_frac_of_total = 0.328
p_seq_frac = 0.181

[finish]
nFillCells = 375
postLayoutCellArea_um2 = 931
lay_top_count = "clkdlybuf4s50_1"
areaGrowthSynthToFinish_pct = 58.0
reg.largest.list = "psw (4)"
lay_top_cells = "clkdlybuf4s50_1, ha_1, inv_1, buf_4, nand2_1"
drive_gt1_frac = 0.141
final_util = 0.273
top_register = "psw"
largest_reg_flops = 4

[worst_setup_path]
critPathCaptureType = "flip-flop"
cp.required_ns = 2.77
crit_fanout = 4
worstPathArrival_ns = 2.61
path_class = "in2reg"
worstSetupStartpointType = "input pin"

[clock_network]
clock-root-buffer = "clkbuf_4"
cts_resized = 0
clock_path_buffers = 2
clkSinkCount = 4
path_clk_slew_ns = 0.04
cts_buffers = 3
htreeDepth = 1
cts_setup_buffers = 0
holdBufCountCts = 0
cts_tree = "done"

[grt]
grt_remaining_overflow = 0
grt_pass1_vias = 579
grt_max_degree = 7
gr-usage-all-layers = 0.0473
grt_pass1_wl_um = 2550
grt_antenna_before_repair = 0

[timing]
tns_ns = 0
max_clock_freq_mhz = 410
finalSetupViolCount = 0
rsz0062_at_grt = "no"
slew_violations = 0
period_used_share = 0.939
fin_crit_ns = 2.44
finalHoldViolations = 0

[outcome]
outcome = "complete, no violations"

[job]
warning_count = 25
cap_viol_max_count = 0

[min_path]
min_path_type = "in2reg"
metrics by stage:
| stage | setup WS, ns | hold WS [ns] | instances | power [µW] |
|---|---|---|---|---|
| floorplan | 0.340 | 0.638 | 73 | 234 |
| global placement | -0.180 | 1.20 | 142 | 308 |
| detailed placement | -0.208 | 1.20 | 142 | 310 |
| CTS | 0.0358 | 0.975 | 145 | 387 |
| global route | 0.0296 | 0.994 | 145 | 454 |
| finish | 0.159 | 0.973 | 145 | 413 |
final timing paths:
| path | to | slack [ns] | depth (start not counted) | start |
|---|---|---|---|---|
| min | psw[7] | 0.97 | 2 | add_op |
| max | psw[0] | 0.16 | 9 | operand[1] |
cells in the mapped netlist:
library cell	instances
nor4b_2	1
o31ai_1	1
ha_1	8
nand3_1	1
o21ai_0	3
a21o_1	3
a21oi_1	4
o22a_1	1
xnor3_1	1
and2_1	1
xor2_1	3
a21boi_0	1
a211oi_1	1
nor3b_1	3
o21a_1	2
mux2i_1	1
conb_1	1
inv_1	7
a31oi_1	1
nand4bb_1	1
buf_4	4
dfxtp_1	4
nor2b_1	1
nand4b_1	1
fa_1	1
o22ai_1	1
xnor2_1	6
nor2_1	2
nand2_1	5
power by group through the flow:
stage	registers (µW)	logic [µW]	clock network, µW
4_1_cts	74.2	236	76.9
5_1_grt	76.1	292	86.6
6_report	74.6	266	72.9
routing by layer:
| metal | share of wire | global-route usage |
|---|---|---|
| met5 | 0 | 0 |
| met4 | 0.011 | 0.00704 |
| met3 | 0.11 | 0.0250 |
| met2 | 0.35 | 0.0586 |
| met1 | 0.52 | 0.0700 |
logic make-up after synthesis:
| group | count (synthesis) | synth area share |
|---|---|---|
| AOI/OAI and AO/OA | 18 | 0.197 |
| xor gates and xnor gates | 10 | 0.172 |
| adders and majority gates | 9 | 0.204 |
| buffers and inverters | 11 | 0.0956 |
| DFF | 4 | 0.136 |
| muxes | 1 | 0.0170 |
| other | 1 | 0.00636 |
| and+or+nand+nor | 16 | 0.172 |
layout make-up:
cell class	instances	area, µm²	share of cell area
repair buffers	27	263	0.282
inverters	7	26.3	0.0282
well taps	46	57.6	0.0618
flip-flops and latches	4	80.1	0.0860
multi-input cells	58	482	0.517
clock buffers	3	22.5	0.0242
worst max-delay path: stages:
cell             delay [ns]
clkdlybuf4s50_1        0.48
inv_1                  0.06
fa_1                   0.44
xor2_1                 0.16
xnor2_1                0.25
xnor2_2                0.12
xnor2_2                0.18
nor4b_2                0.26
nand4bb_1              0.14
Power figures rest on the tool's default switching activity, not on a simulated workload.
